### /design/flow/constraint.sdc
current_design FIFObuffer

set clk_period 4.2
set clk_io_pct 0.2

create_clock -name clk0 -period $clk_period [get_ports {i_clk}]

set non_clock_inputs [all_inputs -no_clocks]
set_input_delay [expr $clk_period * $clk_io_pct] -clock clk0 $non_clock_inputs
set_output_delay [expr $clk_period * $clk_io_pct] -clock clk0 [all_outputs]
### /design/flow/run.sh
#!/bin/bash
# OpenROAD 26Q1-2900-gdf79404cd8, Yosys 0.63+post, stock flow scripts
make -C /OpenROAD-flow-scripts/flow DESIGN_CONFIG=/design/flow/config.mk WORK_HOME=/design/flow/orfs finish
### /design/flow/config.mk
export PLATFORM = sky130hd
export DESIGN_NAME = FIFObuffer
export DESIGN_NICKNAME = FIFObuffer
export VERILOG_FILES = /design/flow/design.v
export SDC_FILE = /design/flow/constraint.sdc
export NUM_CORES = 4
export LEC_CHECK = 1
export CORE_UTILIZATION = 50
### /design/flow/design.v
module FIFObuffer#(parameter DATA_SIZE=16, parameter SIZE=8, parameter ADDR_SIZE=$clog2(SIZE))( i_clk, i_data, i_read, i_write, i_en, o_data, i_reset, o_empty, o_full); 
input logic  i_clk, i_read, i_write, i_en, i_reset;
output logic  o_empty, o_full;
input logic   [DATA_SIZE-1:0]    i_data;
output logic [DATA_SIZE-1:0] o_data;
logic last_write_not_read;
logic [ADDR_SIZE:0]  counter = 0; 
logic [DATA_SIZE-1:0] FIFO [0:SIZE-1]; 
logic [ADDR_SIZE:0]  readCounter = 0,  writeCounter = 0; 
assign o_empty = (counter==0)? 1'b1:1'b0; 
assign o_full  = (counter==SIZE)? 1'b1:1'b0; 
assign o_data  = FIFO[readCounter]; 
always @ (posedge i_clk or posedge i_reset) 
    begin
        if(i_reset)
            last_write_not_read <= 0;
        else if(i_read && !i_write)
            last_write_not_read <= 0;
        else if(!i_read && i_write)
            last_write_not_read <= 1;
    end
always @ (posedge i_clk) 
begin 
 if (i_en==0); 
 else 
 begin 
      if (i_reset)
       begin 
         readCounter = 0; 
         writeCounter = 0; 
       end 
      else if (i_read ==1'b1 && counter!=0)
       begin 
         readCounter = readCounter+1; 
       end 
      else if (i_write==1'b1 && counter<SIZE)
       begin
         FIFO[writeCounter]  = i_data; 
         writeCounter  = writeCounter+1; 
       end 
      else; 
 end 
 if (writeCounter==SIZE) 
  writeCounter=0; 
 else if (readCounter==SIZE) 
          readCounter=0; 
      else;
 if (readCounter > writeCounter)
  begin 
    counter=SIZE-(readCounter-writeCounter); 
  end 
 else if (writeCounter > readCounter) 
  counter = writeCounter-readCounter; 
 else if(last_write_not_read)
    counter=SIZE;
else
    counter=0;
end 
endmodule
==> summary.txt <==
run results: final setup vio count=0, Final Wtd Congestion=0.8338, clk latency late pin=410 ps, FF-to-FF Start=writeCounter[1]$_DFF_P_, clock share of power=0.333, CTS Buf Count=17, Yosys Instances=346, ys flops=141, area reported by Yosys stat=5903 sq um, First-pass DRT Iterations=4, synthesis-to-layout area growth=20.69%, Cells after Synth=346, initial antenna violation count=0, Arr. time, crit path=3770 ps, Avg Cell Area, Syn=17.06 sq um, worst reg2reg endpoint=counter[1]$_DFF_P_, net switching power=1.149 mW, grt total ovfl=0, Sequential Power Share=0.401, post-CTS resize count=0, TritonCTS clock tree=built, Hold Path Sink=last_write_not_read$_DFFE_PP0P_, Unique cell types=54, Slew headroom=0.6006, status=finished clean, Core Area=11470 sq um, Sink Count=141, post-synth top area cell=edfxtp_1, Die W=110.7 um, num rows=39, Post-synth seq share=0.6961, via count=3146, fp_density=0.5148, Hold Violations, Final=0, worst-case vdd ir drop=0.4223 mV, Maximum Capacitance Violations=0, first-pass GRT wire length=17760 um, top cells by count=edfxtp_1 (128), nand2_1 (58), mux4_2 (32), nor2_1 (13), dfxtp_1 (12), Post-Synthesis Cell Area=5903 sq um, number of enable flip-flop cells=128, setup bufs post-CTS=0, count of pins over their slew limit=0, Sw Ratio=0.2732, share of Yosys cell area claimed by the top area cell type=0.6511, unrepaired setup endpoints after global routing=false, Power per Cell Area=590.4 nW/um^2, fin util=0.6213, Top FF cell, synth=edfxtp_1, drt total wl=10910 um, worst setup margin=774.4 ps, clk root buf=clkbuf_16, share of flip-flops with an asynchronous set or reset=0.007092, Layout Skew=5.570 ps, top post-synthesis cells by area=edfxtp_1 (65%), mux4_2 (12%), dfxtp_1 (4.1%), wire per inst=19.44 um, vias in the first global route=3423, GRT Total Usage=0.2115, Int Pwr=3.057 mW, Pleak=2.434 nW, ANT cells=0, Hold WC Path Type=reg2reg, reg2reg setup slack=1370 ps, Worst R2R Path Depth=11, H-tree depth=4, Startpoint Class=input pin, number of remaining DRC errors=0, worst slack, placed=376.4 ps, Syn. warnings=1, Critical Path Fanout Max=11, final period utilization=0.8156, hold_sp=last_write_not_read$_DFFE_PP0P_, number of vias per cell=5.608, share of post-route cells with drive strength above 1=0.2249, CP Capture Type=flop, Comb power frac=0.265, Starting DRT DRC Count=118, CTS max path bufs=2, Tool Warnings=28, Slew @ Worst Pin=596.9 ps, Top Ports=39, Routed Antenna Nets=0, FMAX=291.9 MHz, CTS Hold Bufs=0, chip area=12240 sq um, DP HPWL=6656 um, quantity of I/O buffers inserted on ports=38, Reg clk slew, reported paths=60 ps, final setup TNS=0 ps, type of the worst setup path=in2reg, Hold Path Depth=2, data required time at the worst endpoint=4540 ps, Die Y=110.7 um, Yosys top cell by instances=edfxtp_1, crit path launch=i_en, largest net degree at the start of global routing=27, Final min period=3426 ps
[flip-flops by register name, summed over array words and instances, names as in the netlist]
register and flops:
last_write_not_read 1, counter 4, FIFO 128, readCounter 4, writeCounter 4
[cell families after synthesis]
kind of cell               synth area share
DFF                                  0.6961
muxes                                0.1272
adders and majority gates           0.03052
buffers and inverters               0.02459
AOI/OAI and AO/OA                   0.04705
xor gates and xnor gates           0.004452
and+or+nand+nor                     0.07016
[cell usage in the layout (no fill, tap or decap), drive strengths merged, types with 4 or more instances in the layout]
cell type,synthesis,layout
mux4,32,32
inv,13,14
nor2,13,13
dfxtp,12,12
a21oi,7,7
buf,9,17
nor3,5,5
clkinv,2,12
ha,8,8
fa,4,4
nand2,58,58
clkdlybuf4s50,0,38
edfxtp,128,128
clkbuf,6,18
[cell type report]
| type | instances | area (sq um) |
|---|---|---|
| inverters | 15 | 56.30 |
| well taps | 143 | 178.9 |
| multi-input cells | 175 | 1678 |
| fillers | 802 | 4343 |
| flip-flops and latches | 141 | 4110 |
| clock buffers | 18 | 429.2 |
| clock inverters | 14 | 126.4 |
| repair buffers | 55 | 545.5 |
[worst max path at each step]
stage                        end  slack (ps)  cells after the start
CTS           counter[3]$_DFF_P_         790                     11
global route  counter[3]$_DFF_P_         570                     11
finish        counter[3]$_DFF_P_         770                     11
[power by group through the flow]
stage	sequential (mW)	clock [mW]	combinational (mW)
after CTS	1.69	1.44	1.14
after global routing	1.70	1.50	1.24
final	1.69	1.40	1.12
[stage by stage]
stage / area (sq um) / instances / hold WS [ps] / power (mW)
final: 7124 / 561 / 527.2 / 4.206
after floorplan: 5903 / 346 / 496.9 / 2.421
after detailed placement: 6569 / 529 / 527.2 / 2.847
after CTS: 7124 / 561 / 536.4 / 4.270
after global routing: 7124 / 561 / 553.1 / 4.435
after global placement: 6569 / 529 / 532.0 / 2.850
[layer usage]
metal,global-route usage,wire length (um),up-vias
li1,-,-,1475
met3,0.09755,1009,11
met2,0.3159,5250,139
met5,0,0,-
met4,0.02667,131,0
met1,0.3379,4517,1521
[worst max-delay path, stage by stage]
cell	delay (ps)
clkdlybuf4s50_1	710
clkinv_1	380
nor2_1	220
a31oi_2	120
o22ai_2	260
inv_1	80
ha_1	380
fa_1	450
xnor2_1	190
nand2_1	60
o21ai_0	80
Power figures rest on the tool's default switching activity, not on a simulated workload.
